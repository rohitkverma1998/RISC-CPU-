`flow/config.mk`:
```
export PLATFORM = sky130hd
export DESIGN_NAME = control_unit
export DESIGN_NICKNAME = control_unit
export VERILOG_FILES = /design/flow/design.v
export SDC_FILE = /design/flow/constraint.sdc
export NUM_CORES = 4
export LEC_CHECK = 1
export CORE_AREA = 10 10 70 70
export DIE_AREA = 0 0 80 80
```
`flow/constraint.sdc`:
```
current_design control_unit

set clk_period 2.0
set clk_io_pct 0.2

create_clock -name clk0 -period $clk_period

set non_clock_inputs [all_inputs -no_clocks]
set_input_delay [expr $clk_period * $clk_io_pct] -clock clk0 $non_clock_inputs
set_output_delay [expr $clk_period * $clk_io_pct] -clock clk0 [all_outputs]
```
`flow/design.v`:
```
`timescale 1ns / 1ps
module control_unit(
	output reg RegRead,
				  RegWrite,
				  MemRead,
				  MemWrite,
				  RegDst,  
				  Branch,
	input [5:0] opcode, funct
);
	always @(opcode, funct) begin
		MemRead  = 1'b0;
		MemWrite = 1'b0;
		RegWrite = 1'b0;
		RegRead  = 1'b0;
		RegDst   = 1'b0;
		Branch   = 1'b0;
		if(opcode == 6'h0) begin
			RegDst = 1'b1;
			RegRead = 1'b1;
			if(funct != 6'h08) begin
				RegWrite = 1'b1;
			end
		end
		if(opcode != 6'b010101) begin
			RegRead = 1'b1;
		end
		if(opcode != 6'h0 & opcode != 6'h4 & opcode != 6'h5 & opcode != 6'h28 & opcode != 6'h29 & opcode != 6'h2b) begin
			RegWrite = 1'b1;
			RegDst   = 1'b0;
		end
		if(opcode == 6'h4 | opcode == 6'h5) begin
			Branch   = 1'b1;
		end
		if(opcode != 6'h0 & (opcode == 6'h28 | opcode == 6'h29 | opcode == 6'h2b)) begin
			MemWrite = 1'b1;
			RegRead  = 1'b1;
		end
		if(opcode != 6'h0 & (opcode == 6'h23))begin
			MemRead = 1'b1;
		end
	end
endmodule
```
`flow/run.sh`:
```
#!/bin/bash
# OpenROAD 26Q1-2900-gdf79404cd8, Yosys 0.63+post, stock flow scripts
make -C /OpenROAD-flow-scripts/flow DESIGN_CONFIG=/design/flow/config.mk WORK_HOME=/design/flow/orfs finish
```
==> summary.txt <==
Run status = complete, no violations
Worst slew margin = 0.816
Crit path time final = 1930 ps
YS warnings = 1
DRT Wirelength = 665 um
Synth logic family = simple AND/OR/NAND/NOR gates
Die Span Y = 80 um
Post-DP Area = 385 um^2
Vias/cell = 2.42
Overall Power = 0.0502 mW
Cells after synthesis = 14
CP max-delay cell = clkdlybuf4s50_1
Post-synth top area cell = and3_1
Chip Area, Yosys = 95.1 um^2
Final period utilization = 0.965
CP cell instances = dlygate4sd2_1 -> buf_4 -> nor2b_2 -> and3_4 -> clkdlybuf4s50_1
Top cells by area = and3_1, nor4_2, or4_4, nor4b_1, a211oi_1
Critical Path RT = 1600 ps
Global-route wire length before repair = 1060 um
Pre-Place Util = 0.0278
Hold Path Depth = 4
Peak VDD IR = 0.0000134 V
Initial DRC Count = 2
Setup TNS = 0 ps
Row Count = 21
Max cap viols = 0
Die width = 80 um
Num ports = 18
Worst Setup Start Kind = input pin
Clkbuf count = 0
Vias in the first global route = 229
Post-Synth Adder-Cell Area = 0
Critical path type = in2out
Ys cells = 14
Seq/Total Area, Yosys = 0
GR Overflow Total = 0
Routability cong. = 0.794
P_leak = 0.154 nW
Most frequent cells after synthesis = and3_1, nor2_1
Aoi/oai-family share of the synthesized area = 0.0789
Yosys xor share = 0
Synth top area share = 0.132
Chip area = 6400 um^2
Peak Freq = 0.518 GHz
CP Max Fanout = 3
Final worst slack = 69.5 ps
Core box area = 3420 um^2
Tool Warnings = 32
GRT Util Overall = 0.0192
Worst setup EP type = output port
Design area = 413 um^2
Flops = 0
Drt drc = 0
Final Hold Viols = 0
Post-route ant nets = 0
Hold Path Sink = RegDst
Register area = 0 um^2
Unrepaired setup endpoints after global routing = no
CTS Hold Bufs = 0
Largest net degree at the start of global routing = 4
Mean post-synth cell area = 6.79 um^2
# diodes = 0
First-pass DRT Iterations = 2
Final setup viols = 0
Slew @ Worst Pin = 272 ps
Post-DP HPWL = 541 um
Yosys simple share = 0.882
Mux area share = 0
DP Worst Slack = -457 ps
Buffers added on ports = 18
Pwr/cell area = 122 nW/um^2
Initial antenna violation count = 0
Hold crit path type = in2out
Unique cell types = 12
Crit path largest cell delay = 460 ps
Via count = 208
Min-delay src = opcode[0]
Post-synthesis cell area = 95.1 um^2
Detailed-route wire length per cell = 7.73 um
Syn-to-layout area delta = 334%
Max Transition Viols Final = 0
Worst Path Arrival = 1530 ps
Share of layout cells above drive strength 1 = 0.525
-- worst max-delay path: cells and delay by family --
kind | cells | cell delay (ps)
buf+inv | 3 | 810
simple gates | 2 | 320
-- logic make-up after synthesis --
| family | count (synthesis) |
|---|---|
| buffers and inverters | 1 |
| and+or+nand+nor | 12 |
| AOI/OAI and AO/OA | 1 |
-- placed cells by master (no fill, tap or decap) --
master	n
nand2b_1	1
nor2_1	1
clkdlybuf4s15_2	1
nor2_4	1
dlygate4sd2_1	5
nor3b_2	1
nor4_4	1
or4_4	1
buf_2	4
nor4b_1	1
clkdlybuf4s50_1	8
nor3_4	1
buf_4	8
inv_1	1
and3_4	2
nor2b_2	1
a211oi_1	1
nand4_1	1
-- metrics by stage --
stage / util / std cells / hold WS (ps)
floorplan: - / 14 / 816
global placement: 0.113 / 85 / 1840
detailed placement: 0.113 / 85 / 1850
CTS: 0.118 / 87 / 1280
global route: 0.121 / 86 / 1320
finish: 0.121 / 86 / 1280
-- routing by layer --
layer	routed length, um	vias to the layer above	track usage
li1	-	109	-
met1	358	82	0.0277
met2	201	17	0.0265
met3	105	0	0.00909
met4	0	0	0
met5	0	-	0
-- timing repair --
item	4_1_cts	5_1_grt
setup buffers	2	0
endpoints found under the setup margin	6	3
pin swaps	5	3
gates resized	29	3
gates cloned	0	0
-- where the power goes --
group	switching [mW]	leakage (nW)	total (mW)	internal [mW]
logic	0.0170	0.154	0.0502	0.0331
clock network	0	0	0	0
registers	0	0	0	0
total	0.0170	0.154	0.0502	0.0331
-- worst max path at each step --
stage,from,endpoint,slack [ps],depth (start not counted)
6_report,opcode[0],MemRead,70,5
4_1_cts,opcode[5],RegWrite,6,5
5_1_grt,opcode[0],MemRead,7,5
-- area by class of cell --
cell class                 instances  area (um^2)
fill                             391         3000
timing repair buffer              26          215
inverter                           1         3.75
tap                               46         57.6
multi-input combinational         13          136
No activity file was given, so power comes from the tool's default toggle rates.
